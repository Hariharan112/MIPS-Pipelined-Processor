===== design.v =====
`timescale 1ns / 1ps
module RegFile (
    output reg [31:0] regA,regB , input [4:0] readRegA, readRegB, writeReg, input [31:0] writeData, input RegWrite , input clk
    );
    reg [31:0] regFile [31:0];
    initial begin
        regFile[0] = 32'h0;
        regFile[1] = 32'h0;
        regFile[2] = 6;
        regFile[3] = 0;
        regFile[4] = 32'h0E311;
        regFile[5] = 32'h944EB;
        regFile[6] = 32'h0;
        regFile[7] = 32'h964EA;
        regFile[8] = 32'h113D4;
        regFile[9] = 32'h0;
        regFile[10] = 32'h1230B;
    end
    always @(posedge clk) begin
        if (RegWrite) begin
            regFile[writeReg] <= writeData;
        end
    end
    always @(negedge clk) begin
            regA <= regFile[readRegA];
            regB <= regFile[readRegB];
    end
endmodule

===== run.sh =====
#!/bin/bash
# OpenROAD 26Q1-2900-gdf79404cd8, Yosys 0.63+post, stock flow scripts
make -C /OpenROAD-flow-scripts/flow DESIGN_CONFIG=/design/flow/config.mk WORK_HOME=/design/flow/orfs finish

===== config.mk =====
export PLATFORM = sky130hd
export DESIGN_NAME = RegFile
export DESIGN_NICKNAME = RegFile
export VERILOG_FILES = /design/flow/design.v
export SDC_FILE = /design/flow/constraint.sdc
export NUM_CORES = 4
export LEC_CHECK = 1
export CORE_UTILIZATION = 30

===== constraint.sdc =====
current_design RegFile

set clk_period 6.3
set clk_io_pct 0.2

create_clock -name clk0 -period $clk_period [get_ports {clk}]

set non_clock_inputs [all_inputs -no_clocks]
set_input_delay [expr $clk_period * $clk_io_pct] -clock clk0 $non_clock_inputs
set_output_delay [expr $clk_period * $clk_io_pct] -clock clk0 [all_outputs]

==> reports/qor.yml <==
status: "completed"
reg2reg_slack_ps: 1680
place_inst: 5829
async_reset_ff_frac: 0
syn-cell-area_sq_mm: 0.05007
rows: 149
synth_cell_type_count: 25
gr-total-overflow: 0
min_path_type: "input pin to flip-flop"
top_area_frac: 0.6141
drt_iter0_drc: 2302
tritoncts: "built"
drc: 0
clk_path_buf_depth: 3
place_area_sq_mm: 0.05622
regArea_sq_mm: 0.03203
synth_warnings: 1
maxCapViolCount: 0
cp.depth: 1
cts_buffers: 108
syn_inst: 3451
dieHeight_microns: 410.5
p_per_area_mw_per_mm2: 270.5
synth_seq_share: 0.6397
largest_area_cell: "edfxtp_1"
antenna_found_initial: 9
clock_sinks: 1088
via_per_inst: 5.280
crit_path_end: "regB[10]"
yosys_area_sq_mm: 0.05007
fin_skew_ps: 29.36
edf_count: 1024
grt_pass1_vias: 33520
finalSetupViolCount: 0
synth.avg_cell_area_sq_um: 14.51
drive_gt1_frac: 0.1393
cp_slowest_stage_delay_ps: 540
mi_logic_area_sq_mm: 0.01678
synth_flops: 1088
rr_endpoint: "regA[4]$_DFF_N_"
cp-end-kind: "output pin"
crit_type: "flip-flop to output pin"
drt_wl_total_microns: 162100
crit_required_ps: 5040
tool_warnings: 90
drtAntennaViolNets: 0
path_max_fanout: 1
crit_path_start_kind: "flip-flop"
rsz0062_at_grt: "no"
final-max-slew-violation-count: 0
wl_per_cell_microns: 26.58
rr_worst_depth: 5
leakagePower_nw: 22.45
r2r_start: "regFile[5][4]$_DFFE_PP_"
fp-utilization: 0.3028
dr.pass1.iters: 22
top_cells_by_count: "1024 x edfxtp_1, 1024 x mux2i_1, 195 x nand2_1"
dieArea_sq_mm: 0.1685
portBuffers: 112
grt_use_total: 0.2013
design_area_sq_mm: 0.06000
ir_drop_uv: 198.8
cts-htree-levels: 3
grt_max_degree: 58
clk_pin_slew_ps: 60
ios: 113
tightestPinTransition_ps: 940.6
place_ws_ps: -348.8
yosysCellCount: 3451
worstPathCellList: "clkdlybuf4s50_1"
worstSkewPairLatency_ps: 720
topCellsByArea: "edfxtp_1 61%, mux2i_1 20%, a22oi_1 2.9%, dfxtp_1 2.6%, a22o_1 2.2%"
die_x_microns: 410.5
final_cells: 6097
critPathTopFamily: "buffers and inverters"
arrival_ps: 4930
vias: 32190
core_sq_mm: 0.1654
final_hold_viol_count: 0
gp_congestion: 0.9097
holdPathStages: 2
grt_pass1_wl_microns: 231600
maxSlewHeadroom: 0.3714
n_fill_cell: 15420
setup.worst_path.start: "regB[10]$_DFF_N_"
syn2layout_area_growth_pct: 19.82
critical_path_buf_inv_count: 1
flop_cell: "edfxtp_1"
postLayoutSetupSlackWorst_ps: 109.1
fin_setup_tns_ps: 0
dpl.hpwl_microns: 100300
cpMaxStageDelayCell: "clkdlybuf4s50_1"
cts_root_buffer: "clkbuf_16"
worst min path at each step:
stage,start,to
finish,writeData[6],regFile[7][6]$_DFFE_PP_
CTS,writeData[6],regFile[17][6]$_DFFE_PP_
global route,writeData[6],regFile[17][6]$_DFFE_PP_
where the power goes:
group | total [mW] | internal, mW | switching [mW]
clock | 6.57 | 3.72 | 2.86
sequential | 8.13 | 8.05 | 0.0884
combinational | 1.52 | 0.663 | 0.858
total | 16.2 | 12.4 | 3.80
final cells by class:
cell class	instances	share of cell area
sequential	1088	0.5339
tap	2189	0.04565
multi-input combinational	2109	0.2796
timing repair buffer	442	0.07787
antenna	4	0.0001668
clock inverter	125	0.01195
clock buffer	140	0.05086
registers in the layout, summed over array words and instances (netlist names):
signal	count
regFile	1024
regA	32
regB	32
routing by layer:
metal / share of wire / vias up / track usage
met4: 0.035 / 18 / 0.05629
met2: 0.46 / 1724 / 0.3107
met1: 0.36 / 15810 / 0.2405
met3: 0.14 / 307 / 0.1198
met5: 0.0013 / - / 0.004805
li1: - / 14330 / -
cells by family (layout without fill, tap and decap cells):
group / Yosys count / in the layout / synth area share
and+or+nand+nor: 509 / 509 / 0.04593
muxes: 1024 / 1024 / 0.2047
buffers and inverters: 254 / 707 / 0.03133
DFF: 1088 / 1088 / 0.6397
other: 0 / 4 / 0
AOI/OAI and AO/OA: 576 / 576 / 0.07836
stage by stage:
step	hold WS, ps	power (mW)	utilization
2_1_floorplan	1359	9.073	-
3_3_place_gp	2093	9.866	0.3400
3_5_place_dp	2095	9.868	0.3400
4_1_cts	1327	16.33	0.3628
5_1_grt	1381	16.74	0.3628
6_report	1358	16.23	0.3628
timing repair:
item,4_1_cts,5_1_grt
endpoints found under the setup margin,1,0
gates resized,1,0
buffers inserted,0,0
hold endpoints to repair,0,0
hold buffers,0,0
cell usage in the layout, fill, tap and decap left out, types with 2 or more instances in the layout:
master	synthesis	final
clkbuf_16	0	115
mux2i_1	1024	1024
inv_1	1	74
buf_4	47	245
edfxtp_1	1024	1024
a21oi_1	192	192
clkbuf_1	84	17
nand2_1	195	193
clkbuf_8	0	8
buf_12	0	85
diode_2	0	4
bufinv_16	0	6
or2_2	2	2
a22o_1	128	128
nand2_2	0	2
or3b_2	3	3
clkinv_1	0	14
clkinv_8	0	2
and2_4	0	2
nand3b_1	5	5
nor3_1	64	64
nand3_1	194	194
nor2b_4	0	4
nand2b_2	0	4
a31oi_1	64	64
clkdlybuf4s50_1	0	110
clkinvlp_2	0	5
nor2_4	0	34
a22oi_1	192	192
inv_6	0	3
dfxtp_1	64	63
clkinv_2	0	17
buf_8	0	2
Power is estimated from default activity; no workload was simulated.
