`flow/design.v`:
```
`timescale 1ns / 1ps
module data_mem(
    output reg [31:0] out32, 
    input [31:0] address , 
    input [31:0] writeData ,
    input memwrite ,  memread ,clk
    );
    reg [7:0] mem [255:0];
    initial begin  
        mem[8] = 8'h00;
        mem[9] = 8'h00;
        mem[10] = 8'h00;
        mem[11] = 8'h08;
        mem[12] = 8'hFF;
        mem[13] = 8'hFF;
        mem[14] = 8'hFF;
        mem[15] = 8'hFF;
    end
    always @(posedge clk ) begin
        if (memwrite) begin
            mem[address] <= writeData[31:24];
            mem[address+1] <= writeData[23:16];
            mem[address+2] <= writeData[15:8];
            mem[address+3] <= writeData[7:0];
        end
    end
     always @(*)  begin  
        if (memread) begin
            out32[31:24] <= mem[address];
            out32[23:16] <= mem[address+1];
            out32[15:8] <= mem[address+2];
            out32[7:0] <= mem[address+3];
        end
    end
endmodule
```
`flow/run.sh`:
```
#!/bin/bash
# OpenROAD 26Q1-2900-gdf79404cd8, Yosys 0.63+post, stock flow scripts
make -C /OpenROAD-flow-scripts/flow DESIGN_CONFIG=/design/flow/config.mk WORK_HOME=/design/flow/orfs finish
```
`flow/config.mk`:
```
export PLATFORM = sky130hd
export DESIGN_NAME = data_mem
export DESIGN_NICKNAME = data_mem
export VERILOG_FILES = /design/flow/design.v
export SDC_FILE = /design/flow/constraint.sdc
export NUM_CORES = 4
export LEC_CHECK = 1
export CORE_UTILIZATION = 30
```
`flow/constraint.sdc`:
```
current_design data_mem

set clk_period 26.4
set clk_io_pct 0.2

create_clock -name clk0 -period $clk_period [get_ports {clk}]

set non_clock_inputs [all_inputs -no_clocks]
set_input_delay [expr $clk_period * $clk_io_pct] -clock clk0 $non_clock_inputs
set_output_delay [expr $clk_period * $clk_io_pct] -clock clk0 [all_outputs]
```
==> results.py <==
# Physical implementation metrics
metrics = {
    "outcome": {
        "run_status": "finished clean",
    },
    "global_route": {
        "overflow": 0,
        "groute.usage.overall_pct": 37.9,
        "grt_start_max_net_pins": 113,
        "grt_first_pass_wirelength_mm": 1650,
        "number_of_antenna_violations_at_the_first_check_in_global_routing": 193,
        "via_count_of_the_first_global_routing_pass": 170000,
    },
    "floorplanning": {
        "core_util_floorplan_pct": 30.2,
        "chip_area_um2": 679000,
        "core_area_um2": 673000,
        "die_height_um": 824,
        "num_io_pins": 99,
        "floorplan.die.width_um": 824,
        "rows": 301,
    },
    "setup_path": {
        "number_of_buffer_and_inverter_stages_on_the_critical_path": 5,
        "worst_setup_path_end_kind": "register",
        "worst_path_max_delay_cell": "sky130_fd_sc_hd__nor2_2",
        "startpoint_type": "primary input",
        "worstSetupPathType": "in2reg",
        "critical_path.top_delay_family": "simple AND/OR/NAND/NOR gates",
        "timing.critical_path.cells": "buf_16 > clkinv_1 > ha_1 > xnor2_2 > buf_4 > buf_4 > nand2_1 > nor2_2 > buf_4 > nand2_1 > nand3_1",
        "critical_path_arrival_ns": 10.91,
        "most_numerous_cell_on_the_critical_path": "sky130_fd_sc_hd__buf_4",
        "cp.required_ns": 27.06,
        "cp_max_fo": 57,
        "timing.critical_path.slowest_cell_delay_ns": 0.97,
    },
    "yosys": {
        "mappedNetlistArea_um2": 203000,
        "enable_flop_cells": 2048,
        "synth-async-reset-ratio_pct": 0,
        "ff_type": "sky130_fd_sc_hd__edfxtp_1",
        "syn-mean-instance-area_um2": 11.1,
        "synth.ff_latch_count": 2080,
        "synth.logic.top_family": "multiplexers",
        "synth_simple_gate_area_share_pct": 10.1,
        "syn-instance-count": 18300,
        "yosys_cells": 18300,
        "largest_area_cell": "sky130_fd_sc_hd__edfxtp_1",
        "post_synth_num_cell_types": 74,
        "ys.warnings.count": 1,
        "synth_largest_type_area_fraction_pct": 30.3,
        "synth-area-yosys_um2": 203000,
        "ys_sh_aoi_pct": 12.5,
        "yosys-mux-area-fraction_pct": 41.9,
        "synth-adder-area-share_pct": 0.0555,
        "xor_area_share_pct": 0.110,
        "synth.top_cells.by_area": "sky130_fd_sc_hd__edfxtp_1, sky130_fd_sc_hd__mux4_2, sky130_fd_sc_hd__mux2i_1",
    },
    "detailed_routing": {
        "final_antenna_net_count": 0,
        "detail_route.iter0.violations": 19700,
        "detail_route.first_pass.iterations": 8,
        "drt-total-wl_mm": 1250,
        "route.vias.total": 180000,
        "wire_length_per_cell_um": 46.5,
        "drt_drc_violations_left": 0,
        "drt-vias-per-instance": 6.69,
    },
    "timing": {
        "finalSetupViolCount": 0,
        "slew_headroom_pct": 2.74,
        "grt_setup_unrepaired": "no",
        "unclocked_pins": 32,
        "finalHoldViolCount": 0,
        "fin_tns_setup_ns": 0,
        "timing.fmax_mhz": 97.6,
        "final_max_slew_viol_count": 0,
        "worst-slew-pin-transition_ns": 1.45,
        "finalClockPeriodUsage_pct": 38.8,
        "final_hold_slack_ns": 4.82,
        "untimed_endpoints": 64,
        "min_period_ns": 10.25,
    },
    "clock_tree": {
        "cts.root.buffer_cell": "sky130_fd_sc_hd__clkbuf_16",
        "cts-buffers-inserted": 286,
        "tritoncts": "built",
        "postCtsResizedCells": 0,
        "cts.repair_timing.setup_buffer_count": 0,
        "cts.reportedPaths.clkPinSlew_ns": 0.06,
        "clock_tree.htree_level_count": 5,
        "ctsLongestPathBuffers": 4,
        "cts-hold-fix-buffers": 0,
    },
    "pwr": {
        "vdd_ir_drop_max_mv": 0.0538,
        "leak_pwr_nw": 80.9,
        "pwr_cell_area_nw_per_um2": 47.6,
    },
    "layout": {
        "area_delta_synth_final_pct": 10.5,
        "fin_area_um2": 224000,
        "post_route_cells_drive_above_1_share_pct": 29.2,
    },
    "place": {
        "post-dp-hpwl_mm": 884,
        "routabilityCongestion": 1.08,
        "placed_cell_area_um2": 214000,
        "portBuffers": 74,
    },
    "job": {
        "openroad.warnings": 82,
        "cap_violations": 0,
    },
    "hold_path": {
        "timing.hold.worst.class": "in2reg",
    },
}
==> metal layers <==
metal  global-route usage (%)  routed length (um)  up-vias
met2                     48.9              504000    14400
met3                     28.3              225000     3383
met1                     43.1              415000    91400
li1                         -                   -    70900
met4                     25.6              106000      164
met5                     5.92                5060        -
==> final cells by class <==
cell class | count | area [um2]
Fill cell | 66200 | 449000
Multi-Input combinational cell | 14000 | 132000
Sequential cell | 2080 | 62000
Tap cell | 8938 | 11200
Timing Repair Buffer | 1118 | 8980
Clock buffer | 342 | 7390
Clock inverter | 167 | 1690
Antenna cell | 286 | 716
Inverter | 2 | 7.51
==> state kept, by name, summed over array words and instances (netlist names) <==
| signal | flops |
|---|---|
| mem | 2048 |
| out32 | 32 |
==> where the power goes <==
group / total [mW] / switching [mW] / internal (mW)
combinational: 2.93 / 2.01 / 0.919
sequential: 3.69 / 0.0555 / 3.63
clock: 4.05 / 1.77 / 2.27
==> synth_stat cells, drive strengths merged, types with 31 or more instances <==
| master | n |
|---|---|
| nand2 | 2198 |
| buf | 725 |
| nand4 | 93 |
| a31oi | 102 |
| nand3 | 440 |
| dlxtp | 32 |
| nor2 | 1672 |
| clkbuf | 1460 |
| mux4 | 2284 |
| edfxtp | 2048 |
| mux2 | 1019 |
| a32oi | 67 |
| mux2i | 2213 |
| and3 | 31 |
| nor3 | 71 |
| o21ai | 1048 |
| o22ai | 32 |
| a21oi | 261 |
| nand3b | 104 |
| a22oi | 64 |
| a211oi | 1054 |
| a21o | 1033 |
==> per-stage QoR <==
stage | total power [mW] | instances | util, % | setup WS [ns]
2_1_floorplan | 5.18 | 18300 | - | 16.74
3_3_place_gp | 6.51 | 26200 | 31.9 | 15.42
3_5_place_dp | 6.50 | 26200 | 31.9 | 15.52
4_1_cts | 10.5 | 26700 | 33.2 | 16.52
5_1_grt | 10.8 | 26800 | 33.3 | 16.27
6_report | 10.7 | 27000 | 33.3 | 16.15
==> logic make-up after synthesis <==
kind of cell	Yosys count
buf+inv	2187
xor+xnor	23
simple gates	4680
latches	32
fa+ha+maj	9
flops	2048
mux	5516
compound gates	3798
==> placed cells by master, fill, tap and decap left out, drive strengths merged, types with 1019 or more instances in the layout <==
master  count
nand2    2198
buf      1084
mux2     1019
mux4     2284
o21ai    1048
edfxtp   2048
a211oi   1054
nor2     1672
a21o     1033
mux2i    2213
==> worst paths after layout <==
kind	startpoint	end	slack (ns)	cells after the start
worst max-delay path	address[0]	mem[126][5]	16.15	11
worst min-delay path	writeData[1]	mem[140][1]	4.82	2
No activity file was given, so power comes from the tool's default toggle rates.
