## flow/config.mk

```make
export PLATFORM = sky130hd
export DESIGN_NAME = IMemBank
export DESIGN_NICKNAME = IMemBank
export VERILOG_FILES = /design/flow/design.v
export SDC_FILE = /design/flow/constraint.sdc
export NUM_CORES = 4
export LEC_CHECK = 1
export CORE_AREA = 10 10 83 83
export DIE_AREA = 0 0 93 93
export SYNTH_MEMORY_MAX_BITS = 65536
```

## flow/constraint.sdc

```tcl
current_design IMemBank

set clk_period 2.2
set clk_io_pct 0.2

create_clock -name clk0 -period $clk_period [get_ports {clk}]

set non_clock_inputs [all_inputs -no_clocks]
set_input_delay [expr $clk_period * $clk_io_pct] -clock clk0 $non_clock_inputs
set_output_delay [expr $clk_period * $clk_io_pct] -clock clk0 [all_outputs]
```

## flow/design.v

```verilog
module IMemBank(input memread, input [31:0] address, output reg [31:0] readdata, input clk);
  reg [31:0] mem_array [255:0];
  reg [31:0]temp;
  integer i;
  initial begin
    for (i=11; i<255; i=i+1)   
	begin
       	mem_array[i]=32'b0;
	end
  end
  initial begin
    mem_array[0] = 32'h88C220002;
    mem_array[4] = 32'h8C810004;
    mem_array[8] = 32'h00653022;
    mem_array[12] = 32'h00E64026;
    mem_array[16] = 32'h35490016;
  end
  always@(posedge clk)
  begin
    if(memread)begin
    readdata=mem_array[address];
    end
  end
  endmodule
```

## flow/run.sh

```bash
#!/bin/bash
# OpenROAD 26Q1-2900-gdf79404cd8, Yosys 0.63+post, stock flow scripts
make -C /OpenROAD-flow-scripts/flow DESIGN_CONFIG=/design/flow/config.mk WORK_HOME=/design/flow/orfs finish
```

==> reports/results.txt <==
final hold slack: 1.03 ns
Place WS: 0.150 ns
post-route insts no fill: 166
total grt overflow: 0
post-CTS setup buffers: 0
Post-CTS Hold Buffers: 0
Setup CP Type: input pin to register
hold depth: 3
vias in the first global route: 607
Hold Crit Start: address[3]
clk buf depth: 2
Max VDD drop: 0.000144 V
Layout area overhead: 38.8%
post-route cell area: 0.00109 sq mm
Cell Pwr Density: 535 mW/mm^2
Routed Wire Length: 1780 microns
Switching Fraction: 19.1%
P_sw: 0.000112 W
final hold violation count: 0
CTS buffer count: 3
Hold WC Path Type: input pin to register
syn avg cell area: 10.5 sq um
synthesized area: 787 sq um
placed instance area: 0.00105 sq mm
CTS root buf: clkbuf_8
Synth Seq Share: 49.6%
largest net degree at the start of global routing: 15
Setup-failing EPs final: 0
layout cells sized above 1: 8.33%
I/O Pins: 66
DR pass1 iterations: 4
Sequential Area: 390 sq um
initial DRC count: 69
Peak Freq: 556 MHz
Worst Setup SP: address[5]
Crit Path Max Fanout: 8
Init Core Util: 15.3%
Core Region: 0.00514 sq mm
HPWL after DPL: 1460 microns
crit path time final: 1.80 ns
Critical Path RT: 2.29 ns
Setup TNS: 0 ns
vias per inst: 3.37
worst slew pin tran: 0.568 ns
Yosys Instances: 75
Int Power: 0.000473 W
# rows: 26
commonest non-fill, non-tap cell in the layout: clkdlybuf4s50_1
OpenROAD warnings: 49
# Max-Cap Violations: 0
Slew Viols, Final: 0
GRT Total Usage: 3.88%
Gate power share: 15.6%
CTS tree: yes
worst hold endpoint: readdata[27]
Comb area: 260 sq um
Post-route DRC: 0
Cells after DPL: 162
ANT nets after route: 0
most frequent cells in the layout: clkdlybuf4s50_1, edfxtp_1, conb_1, nor2_1, a21oi_1
Reg power frac: 50.0%
Leak: 0.370 nW
Setup crit start kind: input pin
Clk pin slew, worst setup/hold paths: 0.05 ns
period utilization: 81.7%
Clock power frac: 34.4%
CP arrival: 1.88 ns
Yosys Chip Area: 787 sq um
ys flops: 13
initial antenna violation count: 0
RSZ-0062 raised after global routing: no
relative slew slack: 62.0%
Resized cells post-CTS: 0
status: finished clean
first-pass GRT wire length: 2800 microns
final RePlAce weighted congestion: 0.766
Cells after Synth: 75
CTS H-Tree Depth: 1
# clock sinks: 13
DR WL/cell: 10.7 microns
fillers: 582
crit end category: register
Final WS setup: 0.402 ns
Unique cell types: 26
port bufs: 29
YS warnings: 2
die height: 93 microns
die area: 0.00865 sq mm
Die W: 93 microns
number of flip-flops in the largest register: 13
via count: 559
diode count: 0
==> worst max path at each step <==
stage	endpoint	slack (ns)	cells past startpoint
6_report	readdata[14]	0.40	4
5_1_grt	readdata[14]	0.36	4
4_1_cts	readdata[14]	0.40	4
==> worst max-delay path, cell delays in order <==
cell             delay (ns)
clkdlybuf4s50_1        0.40
or3_4                  0.44
or4_4                  0.45
nor3b_2                0.16
==> cell type report <==
cell class              count  share of cell area (%)
multi-input cells          47                    23.8
flip-flops and latches     13                    35.7
inverters                   1                   0.344
well taps                  70                    8.02
clock buffers               4                    4.12
repair buffers             31                    27.9
==> power by group through the flow <==
stage     combinational (W)  sequential [W]  clock, W
4_1_cts           0.0000938        0.000292  0.000209
6_report          0.0000912        0.000292  0.000201
5_1_grt            0.000102        0.000294  0.000229
==> stage by stage <==
stage / power [W] / utilization [%]
2_1_floorplan: 0.000344 / -
3_3_place_gp: 0.000389 / 20.4
5_1_grt: 0.000625 / 21.3
6_report: 0.000584 / 21.3
3_5_place_dp: 0.000391 / 20.4
4_1_cts: 0.000595 / 21.3
==> cells by family (layout without fill, tap and decap cells) <==
family | Yosys count | count (layout) | share of synthesized area (%)
and+or+nand+nor | 23 | 23 | 18.0
other | 1 | 12 | 0.476
buffers and inverters | 26 | 36 | 22.6
DFF | 13 | 13 | 49.6
AOI/OAI and AO/OA | 12 | 12 | 9.38
==> layer usage <==
| metal | share of wire [%] | global-route usage [%] |
|---|---|---|
| met5 | 0 | 0 |
| met4 | 2.5 | 1.29 |
| met3 | 12 | 2.10 |
| met2 | 43 | 5.96 |
| met1 | 42 | 4.55 |
==> synthesized netlist by cell type (all sizes together) <==
cell type	instances	share of area, %
nor3	2	1.3
buf	21	20
nor4b	1	1.1
or4	1	1.4
o21ai	2	1.3
nand3	2	1.3
or2	1	0.80
a211o	2	2.2
conb	1	0.48
nand3b	1	0.95
a221oi	1	1.1
nor3b	2	2.5
nand2b	1	0.80
a211oi	1	0.95
or3	1	1.4
clkbuf	4	1.9
and4b	1	1.3
clkinv	1	0.48
edfxtp	13	50
nand2	2	0.95
nor2	7	3.3
nor2b	1	0.80
a21oi	6	3.8
No activity file was given, so power comes from the tool's default toggle rates.
